--- run.sh ---
#!/bin/bash
# OpenROAD 26Q1-2900-gdf79404cd8, Yosys 0.63+post, stock flow scripts
make -C /OpenROAD-flow-scripts/flow DESIGN_CONFIG=/design/flow/config.mk WORK_HOME=/design/flow/orfs finish
--- design.v ---
module cmult #(
        parameter EXP = 4,
        parameter FRA = 3
    ) (
        input			   aresetn,
        input			   valid,
        input  [EXP+FRA:0] A,
        input  [EXP+FRA:0] B,
        output [EXP+FRA:0] Y,
        output [2:0]       flag
    );
    wire 	        signA, signB;
    wire [EXP-1:0]	expoA, expoB;
    wire [FRA:0]	fracA, fracB;
    unpack #(
        .EXP 		( EXP ),
        .FRA 		( FRA ))
    u_unpackA(
        .inA   ( A     ), .inB   ( B     ),
        .signA ( signA ), .expoA ( expoA ), .fracA ( fracA ),
        .signB ( signB ), .expoB ( expoB ), .fracB ( fracB )
    );
    reg             r_sign;
    reg             d_sign;
    reg             sign;
    reg [EXP:0]     r_iexpo;
    reg [EXP-1:0]   iexpo;
    reg [2*FRA+1:0] fraction;
    reg [2*FRA+1:0] ifrac;
    reg             r_valid;
    reg             d_valid;
    reg [EXP-1:0]	r_expoA, r_expoB;
    always @(*) begin
        if(aresetn)begin
            r_sign   <= 1'b0;
            r_iexpo  <= 1'b0;
            fraction <= 1'b0;
        end
        else begin
            r_sign      <= signA ^ signB;
            r_iexpo     <= expoA + expoB;
            fraction    <= fracA * fracB;
        end
    end
    reg normal;  
    reg [2:0] state;  
    always @(*) begin
        if(aresetn)begin
            state <= 3'b000;
        end
        else if(r_iexpo < 2**(EXP-1) - 1)begin
            state <= 3'b001;
        end
        else if(r_iexpo == 2**(EXP-1) - 1)begin
            if(fraction[2*FRA+1])
                state <= 3'b100;
            else 
                state <= 3'b001;
        end
        else if(r_iexpo >= 2**(EXP) + 2**(EXP-1) - 1 || expoA == 2**EXP-1 || expoB == 2**EXP-1)begin
            state <= 3'b010;
        end
        else begin
            state <= 3'b100;
        end
    end
    always @(*) begin
            case(state)
                3'b000:begin
                    d_sign             <= 1'b0;
                    iexpo              <= 1'b0;
                    ifrac              <= 1'b0;
                    normal             <= 1'b0;
                end
                3'b001:begin
                    d_sign             <= r_sign;
                    iexpo              <= 1'b0;
                    normal             <= 1'b0;
                    if(expoA == 1'b0 || expoB == 1'b0)begin
                        ifrac          <= fraction >> (2**(EXP-1) - 3 - r_iexpo);
                    end
                    else begin
                        if(r_iexpo <= 2**(EXP-1) - 2)begin
                            ifrac      <= fraction >> (2**(EXP-1) - 2 - r_iexpo);
                        end
                    else begin
                            ifrac      <= fraction << (r_iexpo - 2**(EXP-1) + 2);
                        end
                    end
                end
                3'b010:begin
                    d_sign             <= r_sign;
                    iexpo              <= 2**EXP - 1'b1;
                    ifrac[FRA:0]       <= {1'b1,{(FRA){1'b0}}};
                    normal             <= 1'b1;
                end
                3'b100:begin
                    d_sign             <= r_sign;
                    if(expoA == 1'b0 || expoB == 1'b0)
                        iexpo          <= r_iexpo - (2**(EXP-1) - 3);
                    else 
                        iexpo          <= r_iexpo - (2**(EXP-1) - 2);
                    normal             <= 1'b1;
                    if(fraction[FRA])begin
                        ifrac[FRA:0]   <= fraction[2*FRA+1:FRA+1] + 1'b1;
                    end
                    else begin
                        ifrac[FRA:0]   <= fraction[2*FRA+1:FRA+1];
                    end 
                end
            endcase
        end
    wire [FRA - 1 : 0] r_ofrac;
    wire [EXP - 1 : 0] r_oexpo;
    normal_mult #(
        .EXP 	(EXP),
        .FRA 	(FRA))
    u_normal(
        .iexpo		(iexpo),
        .ifrac		(ifrac[FRA:0]),
        .oexpo		(r_oexpo),
        .ofrac		(r_ofrac)
    );
    reg [FRA     : 0] d_ofrac;
    reg [EXP - 1 : 0] d_oexpo;
    reg               r_normal;
    always @(*) begin
        sign        <= d_sign;
        d_oexpo     <= iexpo;
        if(ifrac[FRA])begin
            d_ofrac <= ifrac[2*FRA+1:FRA+1] + 1'b1;
        end
        else begin
            d_ofrac <= ifrac[2*FRA+1:FRA+1];
        end 
        r_normal    <= normal;
    end
    wire [FRA - 1 : 0] ofrac;
    wire [EXP - 1 : 0] oexpo;
    assign oexpo = r_normal ? r_oexpo : d_oexpo;
    assign ofrac = r_normal ? r_ofrac : d_ofrac[FRA:FRA-9];
    cksp #(
        .EXP (EXP),
        .FRA (FRA))
    u_cksp(
        .expo	(oexpo),
        .frac	(ofrac),
        .flag	(flag)
    );
    pack #(
        .EXP 		( EXP 		),
        .FRA 		( FRA 		))
    u_pack(
        .out  		( Y  		),
        .sign 		( sign 		),
        .expo 		( oexpo 	),
        .frac 		( ofrac 	)
    );
endmodule   
module unpack #(
    parameter EXP = 3,
    parameter FRA = 4
) (
    input  [EXP+FRA:0]  inA,
    input  [EXP+FRA:0]  inB,
    output              signA,
    output [EXP-1:0]    expoA,
    output [FRA : 0]    fracA,
    output              signB,
    output [EXP-1:0]    expoB,
    output [FRA : 0]    fracB
);
assign signA = inA[EXP+FRA];
assign expoA = inA[EXP+FRA-1:FRA];
assign fracA = expoA ? {1'b1,inA[FRA-1:0]} : {1'b0,inA[FRA-1:0]};
assign signB = inB[EXP+FRA];
assign expoB = inB[EXP+FRA-1:FRA];
assign fracB = expoB ? {1'b1,inB[FRA-1:0]} : {1'b0,inB[FRA-1:0]};
endmodule   
module pairStep #(
    parameter EXP = 3,
    parameter FRA = 4
) (
    input  [EXP-1:0] expoA,
    input  [EXP-1:0] expoB,
    input  [FRA:0]   ifracA,
    input  [FRA:0]   ifracB,
    output           over,
    output [EXP-1:0] oexpo,
    output [FRA:0]   ofracA,
    output [FRA:0]   ofracB
);
wire [EXP-1:0] preShift = (expoA > expoB) ? 
                          (expoA - expoB) : 
                          (expoB - expoA) ;
assign over = preShift > (FRA + 1);
wire [EXP-1:0] nShift = over ? FRA : preShift;
assign oexpo  = (expoA > expoB) ? expoA : expoB;
assign ofracA = (expoA == 1'b0) ? ((expoA >= expoB) ? ifracA : (ifracA >> (nShift-1))) : ((expoA > expoB) ? ifracA : (ifracA >> nShift));
assign ofracB = (expoB == 1'b0) ? ((expoA > expoB) ? (ifracB >> (nShift-1)) : ifracB) : ((expoA > expoB) ? (ifracB >> nShift) : ifracB);
endmodule   
module cksp #(
    parameter EXP = 3,
    parameter FRA = 4
) (
    input   [EXP-1:0] expo,
    input   [FRA-1:0] frac,
    output  [2:0]     flag   
);
localparam EXP_FULL = 2**EXP - 1;  
assign flag[0] = ((expo == 0) & (frac == 0)) ? 1 : 0;            
assign flag[1] = ((expo == EXP_FULL) & (frac == 0)) ? 1 : 0;     
assign flag[2] = ((expo == EXP_FULL) & (frac != 0)) ? 1 : 0;     
endmodule   
module pack #(
    parameter EXP = 3,
    parameter FRA = 4
) (
    output  [EXP+FRA:0] out,
    input               sign,
    input [EXP-1:0]     expo,
    input [FRA-1:0]     frac
);
assign out =  {sign,expo,frac};
endmodule   
module normal #(
    parameter EXP = 3,
    parameter FRA = 4
) (
    input      [4:0]    iexpo,
    input      [11:0]   ifrac,
    output     [4:0]    oexpo,
    output     [9:0]    ofrac,
    output reg [3:0]    cnt
);
assign ofrac = ifrac[11] ? ifrac[10:1] :
               ifrac[10] ? ifrac[9:0]  :
               ifrac[9]  ? {ifrac[8:0],1'b0} :
               ifrac[8]  ? {ifrac[7:0],2'b0} :
               ifrac[7]  ? {ifrac[6:0],3'b0} :
               ifrac[6]  ? {ifrac[5:0],4'b0} :
               ifrac[5]  ? {ifrac[4:0],5'b0} :
               ifrac[4]  ? {ifrac[3:0],6'b0} :
               ifrac[3]  ? {ifrac[2:0],7'b0} :
               ifrac[2]  ? {ifrac[1:0],8'b0} :
               ifrac[1]  ? {ifrac[0:0],9'b0} :
               ifrac[0]  ? 10'b0 : 10'b0;
assign oexpo = ifrac[11] ? iexpo + 1  :
               ifrac[10] ? iexpo      :
               ifrac[9]  ? iexpo - 1  :
               ifrac[8]  ? iexpo - 2  :
               ifrac[7]  ? iexpo - 3  :
               ifrac[6]  ? iexpo - 4  :
               ifrac[5]  ? iexpo - 5  :
               ifrac[4]  ? iexpo - 6  : 
               ifrac[3]  ? iexpo - 7  : 
               ifrac[2]  ? iexpo - 8  :
               ifrac[1]  ? iexpo - 9  :
               ifrac[0]  ? iexpo - 10 : 0;
    always @(*) begin
        if(ifrac[11])begin
            cnt   <= 1'b0;
        end
        else if(ifrac[10])begin
            cnt   <= 1'b0;
        end
        else if(ifrac[9])begin
            cnt   <= 4'd1;
        end
        else if(ifrac[8])begin
            cnt   <= 4'd2;
        end
        else if(ifrac[7])begin
            cnt   <= 4'd3;
        end
        else if(ifrac[6])begin
            cnt   <= 4'd4;
        end
        else if(ifrac[5])begin
            cnt   <= 4'd5;
        end
        else if(ifrac[4])begin
            cnt   <= 4'd6;
        end
        else if(ifrac[3])begin
            cnt   <= 4'd7;
        end
        else if(ifrac[2])begin
            cnt   <= 4'd8;
        end
        else if(ifrac[1])begin
            cnt   <= 4'd9;
        end
        else if(ifrac[0])begin
            cnt   <= 4'd10;
        end
        else begin
            cnt   <= 4'd0;
        end
    end
endmodule
module normal_mult #(
    parameter EXP = 3,
    parameter FRA = 4
) (
    input  [4:0]    iexpo,
    input  [10:0]   ifrac,
    output [4:0]    oexpo,
    output [9:0]    ofrac
);
assign ofrac = ifrac[10] ? ifrac[9:0]        :
               ifrac[9]  ? {ifrac[8:0],1'b0} :
               ifrac[8]  ? {ifrac[7:0],2'b0} :
               ifrac[7]  ? {ifrac[6:0],3'b0} :
               ifrac[6]  ? {ifrac[5:0],4'b0} :
               ifrac[5]  ? {ifrac[4:0],5'b0} :
               ifrac[4]  ? {ifrac[3:0],6'b0} :
               ifrac[3]  ? {ifrac[2:0],7'b0} :
               ifrac[2]  ? {ifrac[1:0],8'b0} :
               ifrac[1]  ? {ifrac[0:0],9'b0} :
               ifrac[0]  ? 10'b0 : 10'b0;
assign oexpo = ifrac[10] ? iexpo      :
               ifrac[9]  ? iexpo - 1  :
               ifrac[8]  ? iexpo - 2  :
               ifrac[7]  ? iexpo - 3  :
               ifrac[6]  ? iexpo - 4  :
               ifrac[5]  ? iexpo - 5  :
               ifrac[4]  ? iexpo - 6  : 
               ifrac[3]  ? iexpo - 7  : 
               ifrac[2]  ? iexpo - 8  :
               ifrac[1]  ? iexpo - 9  :
               ifrac[0]  ? iexpo - 10 : 0;
endmodule
module unpack_sequential #(
    parameter EXP = 3,
    parameter FRA = 4
) (
    input                   aclk,
    input                   aresetn,
    input  [EXP+FRA:0]      inA,
    input                   S_A_tvalid,
    input  [EXP+FRA:0]      inB,
    input                   S_B_tvalid,
    output reg              signA,
    output reg [EXP-1:0]    expoA,
    output reg [FRA : 0]    fracA,
    output reg              M_A_tvalid,
    output reg              signB,
    output reg [EXP-1:0]    expoB,
    output reg [FRA : 0]    fracB,
    output reg              M_B_tvalid
);
always @(posedge aclk or posedge aresetn) begin
    if(aresetn)begin
        signA      <= 1'b0;
        signB      <= 1'b0;
        expoA      <= 1'b0;
        expoB      <= 1'b0;
        fracA      <= 1'b0;
        fracB      <= 1'b0;
        M_A_tvalid <= 1'b0;
        M_B_tvalid <= 1'b0;
    end
    else begin
        signA      <= inA[EXP+FRA];
        expoA      <= inA[EXP+FRA-1:FRA];
        M_A_tvalid <= S_A_tvalid && S_B_tvalid;
        signB      <= inB[EXP+FRA];
        expoB      <= inB[EXP+FRA-1:FRA];
        M_B_tvalid <= S_A_tvalid && S_B_tvalid;
        if(inA[EXP+FRA-1:FRA] == {(EXP){1'b0}})begin
            fracA  <= {1'b0,inA[FRA-1:0]};
        end
        else begin
            fracA  <= {1'b1,inA[FRA-1:0]};
        end
        if(inB[EXP+FRA-1:FRA] == {(EXP){1'b0}})begin
            fracB  <= {1'b0,inB[FRA-1:0]};
        end
        else begin
            fracB  <= {1'b1,inB[FRA-1:0]};
        end
    end
end
endmodule   
module pairStep_sequential #(
    parameter EXP = 3,
    parameter FRA = 4
) (
    input                aclk,
    input                aresetn,
    input  [EXP-1:0]     expoA,
    input                S_A_tvalid,
    input  [EXP-1:0]     expoB,
    input                S_B_tvalid,
    input  [FRA:0]       ifracA,
    input  [FRA:0]       ifracB,
    output reg           over,
    output reg [EXP-1:0] oexpo,
    output reg           M_tvalid,
    output reg [FRA:0]   ofracA,
    output reg           M_A_tvalid,
    output reg [FRA:0]   ofracB,
    output reg           M_B_tvalid
);
wire [EXP-1:0] preShift = (expoA > expoB) ? 
                          (expoA - expoB) : 
                          (expoB - expoA) ;
wire           over_reg = preShift > (FRA + 1);    
wire [EXP-1:0] nShift   = over_reg ? FRA : preShift;
always @(posedge aclk or posedge aresetn) begin
    if(aresetn)begin
        over       <= 1'b0;
        oexpo      <= 1'b0;
        ofracA     <= 1'b0;
        ofracB     <= 1'b0;
        M_tvalid   <= 1'b0;
        M_A_tvalid <= 1'b0;
        M_B_tvalid <= 1'b0;
    end
    else begin
        over       <= over_reg;
        oexpo      <= (expoA > expoB) ? expoA : expoB;
        if(expoA == 1'b0)
            ofracA     <= (expoA >= expoB) ? ifracA : (ifracA >> (nShift - 1'b1));
        else 
            ofracA     <= (expoA >= expoB) ? ifracA : (ifracA >> nShift);
        if(expoB == 1'b0)
            ofracB     <= (expoA > expoB) ? (ifracB >> (nShift - 1'b1)) : ifracB;
        else 
            ofracB     <= (expoA > expoB) ? (ifracB >> nShift) : ifracB;
        M_tvalid   <= S_A_tvalid && S_B_tvalid;
        M_A_tvalid <= S_A_tvalid && S_B_tvalid;
        M_B_tvalid <= S_A_tvalid && S_B_tvalid;
    end
end
endmodule   
module normal_sequential #(
    parameter EXP = 3,
    parameter FRA = 4
) (
    input              aclk,
    input              aresetn,
    input  [4:0]       iexpo,
    input  [11:0]      ifrac,
    input              S_tvalid,
    output reg [4:0]   oexpo,
    output reg [9:0]   ofrac,
    output reg         M_tvalid,
    output reg [3:0]   cnt
);
always @(posedge aclk or posedge aresetn) begin
    if(aresetn)begin
        oexpo    <= 1'b0;
        ofrac    <= 1'b0;
        M_tvalid <= 1'b0;
        cnt      <= 1'b0;
    end
    else begin
        M_tvalid <= S_tvalid;
        if(ifrac[11])begin
            ofrac <= ifrac[10:1];
            oexpo <= iexpo + 1;
            cnt   <= 1'b0;
        end
        else if(ifrac[10])begin
            ofrac <= ifrac[9:0];
            oexpo <= iexpo;
            cnt   <= 1'b0;
        end
        else if(ifrac[9])begin
            ofrac <= {ifrac[8:0],1'b0};
            oexpo <= iexpo - 1;
            cnt   <= 4'd1;
        end
        else if(ifrac[8])begin
            ofrac <= {ifrac[7:0],2'b0};
            oexpo <= iexpo - 2;
            cnt   <= 4'd2;
        end
        else if(ifrac[7])begin
            ofrac <= {ifrac[6:0],3'b0};
            oexpo <= iexpo - 3;
            cnt   <= 4'd3;
        end
        else if(ifrac[6])begin
            ofrac <= {ifrac[5:0],4'b0};
            oexpo <= iexpo - 4;
            cnt   <= 4'd4;
        end
        else if(ifrac[5])begin
            ofrac <= {ifrac[4:0],5'b0};
            oexpo <= iexpo - 5;
            cnt   <= 4'd5;
        end
        else if(ifrac[4])begin
            ofrac <= {ifrac[3:0],6'b0};
            oexpo <= iexpo - 6;
            cnt   <= 4'd6;
        end
        else if(ifrac[3])begin
            ofrac <= {ifrac[2:0],7'b0};
            oexpo <= iexpo - 7;
            cnt   <= 4'd7;
        end
        else if(ifrac[2])begin
            ofrac <= {ifrac[1:0],8'b0};
            oexpo <= iexpo - 8;
            cnt   <= 4'd8;
        end
        else if(ifrac[1])begin
            ofrac <= {ifrac[0:0],9'b0};
            oexpo <= iexpo - 9;
            cnt   <= 4'd9;
        end
        else if(ifrac[0])begin
            ofrac <= 10'b0;
            oexpo <= iexpo - 10;
            cnt   <= 4'd10;
        end
        else begin
            ofrac <= 10'b0;
            oexpo <= 0;
            cnt   <= 4'd0;
        end
    end
end
endmodule
module normal_tmult #(
    parameter EXP = 3,
    parameter FRA = 4
) (
    input              aclk,
    input              aresetn,
    input  [4:0]       iexpo,
    input  [10:0]      ifrac,
    input              S_tvalid,
    output reg [4:0]   oexpo,
    output reg [9:0]   ofrac,
    output reg         M_tvalid
);
always @(posedge aclk or posedge aresetn) begin
    if(aresetn)begin
        oexpo    <= 1'b0;
        ofrac    <= 1'b0;
        M_tvalid <= 1'b0;
    end
    else begin
        M_tvalid <= S_tvalid;
        if(ifrac[10])begin
            ofrac <= ifrac[9:0];
            oexpo <= iexpo;
        end
        else if(ifrac[9])begin
            ofrac <= {ifrac[8:0],1'b0};
            oexpo <= iexpo - 1;
        end
        else if(ifrac[8])begin
            ofrac <= {ifrac[7:0],2'b0};
            oexpo <= iexpo - 2;
        end
        else if(ifrac[7])begin
            ofrac <= {ifrac[6:0],3'b0};
            oexpo <= iexpo - 3;
        end
        else if(ifrac[6])begin
            ofrac <= {ifrac[5:0],4'b0};
            oexpo <= iexpo - 4;
        end
        else if(ifrac[5])begin
            ofrac <= {ifrac[4:0],5'b0};
            oexpo <= iexpo - 5;
        end
        else if(ifrac[4])begin
            ofrac <= {ifrac[3:0],6'b0};
            oexpo <= iexpo - 6;
        end
        else if(ifrac[3])begin
            ofrac <= {ifrac[2:0],7'b0};
            oexpo <= iexpo - 7;
        end
        else if(ifrac[2])begin
            ofrac <= {ifrac[1:0],8'b0};
            oexpo <= iexpo - 8;
        end
        else if(ifrac[1])begin
            ofrac <= {ifrac[0:0],9'b0};
            oexpo <= iexpo - 9;
        end
        else if(ifrac[0])begin
            ofrac <= 10'b0;
            oexpo <= iexpo - 10;
        end
        else begin
            ofrac <= 10'b0;
            oexpo <= 0;
        end
    end
end
endmodule
--- constraint.sdc ---
current_design cmult

set clk_period 6.9
set clk_io_pct 0.2

create_clock -name clk0 -period $clk_period

set non_clock_inputs [all_inputs -no_clocks]
set_input_delay [expr $clk_period * $clk_io_pct] -clock clk0 $non_clock_inputs
set_output_delay [expr $clk_period * $clk_io_pct] -clock clk0 [all_outputs]
--- config.mk ---
export PLATFORM = sky130hd
export DESIGN_NAME = cmult
export DESIGN_NICKNAME = cmult
export VERILOG_FILES = /design/flow/design.v
export SDC_FILE = /design/flow/constraint.sdc
export NUM_CORES = 4
export LEC_CHECK = 1
export CORE_AREA = 10 10 105 105
export DIE_AREA = 0 0 115 115
==> results.py <==
# Flow results
metrics = {
    "grt": {
        "grt-ovfl-total": 0,
        "grt_pass1_wl_um": 9600,
        "grt_max_degree": 17,
        "grt_use_total_pct": 8.22,
        "grt_pass1_vias": 2176,
        "antenna_found_initial": 0,
    },
    "synth": {
        "synthFlopType": "dlxtn_1",
        "ys.flops": 10,
        "postSynth.asyncResetShare_pct": 0,
        "top_cells_by_area": "ha_1 (18%), dlxtn_1 (7.0%), o21ai_0 (5.4%), fa_1 (4.7%), a21oi_1 (4.5%)",
        "synthCells": 285,
        "avgSynthCellArea_um2": 7.48,
        "yosysTopAreaCell": "ha_1",
        "yosys_warnings": 6,
        "top_area_share_pct": 18.2,
        "netlist_area_um2": 2130,
        "synth_top_cell_by_count": "ha_1",
        "ys_area_um2": 2130,
        "edf_count": 0,
        "ys_cells": 285,
        "synthDistinctLibCells": 60,
        "top_cells_by_count": "ha_1 (31), o21ai_0 (23), a21oi_1 (19), inv_1 (19)",
    },
    "cells_and_area": {
        "drive_gt1_share_pct": 22.0,
        "syn_to_final_growth_pct": 33.6,
        "nFillCells": 894,
    },
    "final_timing": {
        "timing.setup.tns_ns": -5.92,
        "fin_crit_sh_pct": 117,
        "untimed_endpoints": 10,
        "worstMarginPinSlew_ns": 0.599,
        "setup_viol": 6,
        "fin_ws_ns": -1.14,
        "hold_viol": 0,
        "slew_headroom_pct": 58.9,
        "slew_violations": 0,
        "unclocked_regs": 10,
        "fmax_mhz": 124,
        "rsz0062_at_grt": "true",
        "period_minus_slack_ns": 8.04,
    },
    "setup_path": {
        "endpoint": "flag[0]",
        "path_max_fanout": 6,
        "worst_ep_arrival_time_ns": 6.66,
        "cp.required_ns": 5.52,
        "critical_path_class": "primary input to primary output",
        "crit_path_start": "B[6]",
        "start_kind": "primary input",
        "cp-end-kind": "primary output",
    },
    "detailed_routing": {
        "vias_per_cell": 4.78,
        "dr.first_iter.drc_count": 89,
        "antenna_cells": 0,
        "num_vias": 2128,
        "wl_per_cell_um": 12.3,
        "wl_um": 5490,
        "drcViolationCount": 0,
        "dr.pass1.iters": 4,
        "ant_nets": 0,
    },
    "power_and_ir_drop": {
        "power.internal_uw": 144,
        "power_frac_comb_pct": 96.2,
        "p_leak_nw": 1.23,
        "power_uw": 302,
        "p_sw_uw": 158,
        "vdd_drop_max_mv": 0.0449,
        "power_frac_seq_pct": 3.8,
        "powerDensity_nw_per_um2": 106,
        "clockPowerShare_pct": 0,
        "switching_share_pct": 52.4,
    },
    "placement": {
        "gp_congestion": 0.866,
        "hpwl_um": 4380,
        "port_buffers": 24,
    },
    "job": {
        "warning_count": 45,
        "cap_violations": 0,
    },
    "floorplanning": {
        "chipHeight_um": 115,
        "coreArea_um2": 8760,
        "die_w_um": 115,
        "dieArea_um2": 13200,
        "rows": 34,
        "fp_util_pct": 24.3,
        "io_pins": 29,
    },
    "run_status": {
        "status": "finished, violations left",
        "violations": "setup timing",
    },
    "clocking": {
        "cts_hold_buffers": 0,
    },
}
kinds of logic after synthesis:
kind of cell    synth area share [%]
compound gates                  24.2
fa+ha+maj                       22.9
simple gates                    26.4
other cells                    0.176
buf+inv                         6.64
latches                         7.05
xor+xnor                        6.22
mux                             6.40
registers in the layout, indices dropped and copies added, names as in the netlist:
register,cells
iexpo,4
ifrac,4
d_sign,1
normal,1
metal layers:
layer	GRT usage (%)	routed length (um)	part of all wire, %	vias up
met1	11.2	2680	49	975
met5	0	0	0	-
li1	-	-	-	1135
met2	14.9	2710	49	18
met4	0.330	0	0	0
met3	0.264	97	1.8	0
what timing repair did:
| item | CTS | global route |
|---|---|---|
| pin swaps | 28 | 16 |
| resized | 70 | 12 |
| setup buffers | 12 | 0 |
| endpoints found under the setup margin | 6 | 6 |
power groups by stage:
stage / clock network [mW] / logic [mW] / registers [mW]
CTS: 0 / 0.285 / 0.0112
global route: 0 / 0.328 / 0.0120
finish: 0 / 0.290 / 0.0114
cell usage in the layout, fill, tap and decap left out, types with 3 or more instances in the layout:
cell             count
a21o_1               4
a21oi_1             15
a21oi_2              4
a31oi_1              5
and2_1              12
and4_1               3
buf_2                5
buf_4               21
buf_6                9
clkdlybuf4s50_1      8
conb_1              14
dlxtn_1              8
dlygate4sd2_1        3
fa_1                 4
ha_1                28
ha_4                 3
inv_1               18
mux2_2               4
mux2i_1              8
nand2_1             17
nand2b_1             4
nand3_1             11
nor2_1              18
nor3_1               8
nor3b_1              3
o211ai_1             5
o21ai_0             16
o21ai_1              3
o21ai_2              3
o31ai_1              3
xnor2_1              9
xor2_1               3
worst max-delay path, cell delays in order:
cell	delay [ns]
buf_8	0.10
or4_4	0.58
nand2_2	0.09
fa_1	0.40
inv_1	0.08
fa_2	0.46
ha_4	0.24
a211oi_4	0.30
nor4b_2	0.08
nand4b_1	0.43
o31a_1	0.42
nand4b_1	0.32
o31ai_2	0.30
dlxtn_2	0.43
inv_2	0.08
buf_6	0.12
a21oi_2	0.11
o21ai_1	0.08
nand2_1	0.09
o21ai_2	0.06
buf_4	0.13
nor4_2	0.24
buf_2	0.13
cell type report:
class | count | area, um2 | area share [%]
multi-input cells | 256 | 2040 | 71.8
repair buffers | 50 | 435 | 15.3
flip-flops and latches | 10 | 153 | 5.36
well taps | 108 | 135 | 4.75
inverters | 21 | 78.8 | 2.77
through the flow:
stage / area (um2) / setup slack [ns] / util (%) / instances
after global placement: 2650 / -2.00 / 30.2 / 436
after global routing: 2850 / -1.46 / 32.5 / 445
after CTS: 2810 / -1.26 / 32.0 / 445
final: 2850 / -1.14 / 32.5 / 445
after detailed placement: 2650 / -2.01 / 30.2 / 436
after floorplan: 2210 / -0.288 / - / 298
Power and IR drop assume default switching activity.
